$ cat flow/constraint.sdc
current_design comparator

set clk_period 31.4
set clk_io_pct 0.2

create_clock -name clk0 -period $clk_period

set non_clock_inputs [all_inputs -no_clocks]
set_input_delay [expr $clk_period * $clk_io_pct] -clock clk0 $non_clock_inputs
set_output_delay [expr $clk_period * $clk_io_pct] -clock clk0 [all_outputs]
$ cat flow/config.mk
export PLATFORM = sky130hd
export DESIGN_NAME = comparator
export DESIGN_NICKNAME = comparator
export VERILOG_FILES = /design/flow/design.v
export SDC_FILE = /design/flow/constraint.sdc
export NUM_CORES = 4
export LEC_CHECK = 1
export CORE_UTILIZATION = 30
export SYNTH_HDL_FRONTEND = slang
$ cat flow/design.v
module comparator 
#(
  parameter DATA_WIDTH  = 16,
  parameter BINARY_TREE = 1,
  parameter NUM_INPUTS  = 16
)
(
  input  logic [DATA_WIDTH-1 : 0]         cmp_ip[NUM_INPUTS],
  output logic [$clog2(NUM_INPUTS)-1 :0]  out
);
  generate if (BINARY_TREE == 0) begin
    always_comb begin
      out      = '0;
      for (int i =0; i < NUM_INPUTS; ++i) begin
        if (cmp_ip[i] > cmp_ip[out]) begin
          out      = i;
        end
      end
    end
  end else begin
    logic [$clog2(NUM_INPUTS)-1 : 0] out_stg[$clog2(NUM_INPUTS) + 1][NUM_INPUTS];
    logic [DATA_WIDTH-1 : 0]         cmp_stg[$clog2(NUM_INPUTS) + 1][NUM_INPUTS];
    always_comb begin
      for (int i = 0; i < NUM_INPUTS; i++) begin
        cmp_stg[0][i]  = cmp_ip[i];
        out_stg[0][i]  = i;
      end
    end
    always_comb begin
      for (int i = 0;i < $clog2(NUM_INPUTS); i++) begin
        for (int j = 0;j < NUM_INPUTS; ++j) begin
          out_stg[i+1][j]    = 'X;
          cmp_stg[i+1][j]    = 'X;
        end
      end
      for (int i = 0;i < $clog2(NUM_INPUTS); i++) begin
        for (int j = 0;j < (NUM_INPUTS/2**i); j= j+2) begin
          if (cmp_stg[i][j] > cmp_stg[i][j+1]) begin
            out_stg[i+1][j/2]    = out_stg[i][j];
            cmp_stg[i+1][j/2]    = cmp_stg[i][j];
          end else begin
            out_stg[i+1][j/2]    = out_stg[i][j+1];
            cmp_stg[i+1][j/2]    = cmp_stg[i][j+1];
          end
        end
      end
      out   = out_stg[$clog2(NUM_INPUTS)][0];
    end
  end
  endgenerate
endmodule
$ cat flow/run.sh
#!/bin/bash
# OpenROAD 26Q1-2900-gdf79404cd8, Yosys 0.63+post, stock flow scripts
make -C /OpenROAD-flow-scripts/flow DESIGN_CONFIG=/design/flow/config.mk WORK_HOME=/design/flow/orfs finish
==> deck_impl_summary.md <==
Flow Results at a Glance

Global route
  – Largest net degree at the start of global routing: 36
  – Global-route wire length before repair: 44600 µm
  – Met1 usage: 31.5%
  – GR Util met3: 2.19%
  – Overall Global Routing Usage: roughly a fifth
  – Busiest layer in global routing: met1
  – M2 GR Usage: between 20% and 30%
  – Initial antenna violation count: 0
  – GR Overflow Total: 0
  – Number of global-route vias before repair: 8435

Final timing
  – Final WS setup: 9.94 ns
  – Worst Tran Pin Value: around 0.86 ns
  – Minimum clock period after layout: approximately 21 ns
  – RSZ-0062 raised after global routing: false
  – Setup TNS: 0 ns
  – Final Setup Violations: 0
  – Final hold vios: 0
  – Slew HR: 42.0%
  – Final period utilization: 68.3%
  – Max Fclk: 46.6 MHz
  – Final Slew Violations: 0

Yosys
  – Synth warn: 0
  – Ys cells: 1171
  – Yosys stat area: 8570 µm²
  – Seq/Total Area, Yosys: 0%
  – Post-Syn Area: between 8000 and 9000 µm²
  – Synth Area per Inst: about 7.3 µm²
  – Syn Inst Count: 1171
  – Cell Type Count: approximately 53

Worst setup path
  – CP most frequent cell: a21oi_1
  – Critical Path RT: 25.12 ns
  – Slowest CP cell: or4_1
  – Max FO, Critical Path: 34
  – Crit Path Category: input port to output port
  – Worst setup EP type: output port
  – Worst path max stage delay: 0.82 ns
  – Critical path launch point type: input port
  – CP Data Arrival Time: 15.18 ns

Die
  – Core Area: ~28000 µm²
  – Die Y: 171 µm
  – Site row count: roughly 61
  – Die Span X: 171 µm
  – FP Util: 30.7%
  – Chip area: between 20000 and 30000 µm²
  – IO Count: 260

Placed design
  – Port bufs: 260
  – Dpl ws: 9.92 ns
  – Placed insts: 1782
  – Placed inst area: 11500 µm²
  – DP Wirelength: between 20000 and 30000 µm
  – Gpl congestion: 0.966

Status
  – Status: complete, no violations

Power and ir drop
  – VDD IR max: 0.0255 mV
  – PD cells: 39.8 nW/µm²
  – P_leak: 5.35 nW
  – Power Total: 0.000460 W

Finish
  – Layout Cells excl Fill: 1782
  – Num sequential: 0
  – Layout cells sized above 1: slightly above 7%
  – Clkbuf count: 0
  – Reg area: 0 µm²
  – Synthesis-to-finish area growth: 34.8%
  – Fin area: 11500 µm²

Detailed routing
  – First-pass iteration count of the detailed router: 8
  – ANT cells: 0
  – Via-to-Cell Ratio: 5.21
  – DR WL/cell: 16.6 µm
  – Antenna Nets Post-Route: 0
  – DRC: 0
  – 1st-iter DRT viols: 561
  – Total Wirelength: 29600 µm
  – Vias: 9293

Clock network
  – Post-CTS Setup Inserts: 0
  – CTS Hold Bufs: 0
  – Cts repair resizes: 0

Min path
  – Hold WC Path Type: input port to output port
  – Hold Path Depth: 9

Flow run
  – Tool warning count: 32
  – Max-cap check violation count: 0
synth_stat cells, types with 13 or more instances:
cell type  instances  share of area, %
a21oi_1          153               8.9
nand3_1           35               2.0
nand2b_1          16               1.2
nor3_1            13              0.76
a21o_1            15               1.3
mux2_2            40               5.3
nor2b_1           17               1.2
mux2i_1           42               4.9
nor2_1            46               2.0
clkbuf_1          21              0.92
nand2_1           82               3.6
nand4_1           54               3.9
inv_1            140               6.1
a221oi_1          17               1.7
o21ai_0           54               3.2
o22ai_1           16               1.2
a21oi_2           21               2.1
ha_1             240                35
o211ai_1          27               2.4
buf_2             14              0.82
final cells by class:
class,instances,area [µm²]
well taps,378,473
multi-input cells,988,7830
fillers,2811,16400
repair buffers,276,2720
inverters,140,526
cell usage in the layout (no fill, tap or decap), types with 3 or more instances in the layout:
master           instances
a21oi_2                 22
a2111oi_0                4
a21o_1                  15
a22oi_1                 11
nand3_1                 35
a21boi_0                 9
clkdlybuf4s50_1        260
mux2_2                  40
inv_1                  140
nor4_1                   6
o21ai_0                 54
a2bb2oi_1                5
nand2_1                 82
or4_1                    3
mux2i_1                 42
nor2_1                  46
nand2b_1                16
o31ai_1                  7
a211oi_1                11
buf_4                   16
or2_2                    4
ha_1                   240
a221oi_1                17
a22o_1                   4
a221oi_2                 6
nand4_1                 54
a21oi_1                152
nor3_1                  13
mux2_4                   9
nor2b_1                 17
o22ai_1                 16
o211ai_1                27
final timing paths:
path	endpoint	slack (ns)	from
worst max-delay path	out[0]	9.94	cmp_ip[14]
worst min-delay path	out[3]	14.37	cmp_ip[239]
power breakdown:
part           switching (W)  internal (W)
Sequential                 0             0
Combinational       0.000254      0.000206
Clock                      0             0
Total               0.000254      0.000206
critical path: cells and delay by family:
| kind | cells | cell delay, ns |
|---|---|---|
| buffers and inverters | 5 | 1.60 |
| AOI/OAI and AO/OA | 14 | 3.66 |
| and+or+nand+nor | 10 | 2.36 |
| adders and majority gates | 4 | 1.24 |
cell families (layout without fill, tap and decap cells):
family,after synthesis,count (layout),synth area share [%]
multiplexers,92,92,11.9
AND/OR/NAND/NOR,284,284,16.4
buffers and inverters,183,416,8.70
adder cells (fa/ha/maj),240,240,35.0
AND-OR/OR-AND,372,372,27.9
per-stage QoR:
stage	hold WS, ns	util (%)
2_1_floorplan	13.17	-
3_3_place_gp	14.38	41.3
3_5_place_dp	14.36	41.3
4_1_cts	14.37	41.3
5_1_grt	14.47	41.3
6_report	14.37	41.3
layer usage:
| metal | up-vias | part of all wire [%] |
|---|---|---|
| met5 | - | 0 |
| met1 | 4092 | 51 |
| met3 | 18 | 7.6 |
| met2 | 311 | 41 |
| met4 | 0 | 0.96 |
| li1 | 4872 | - |
Power is estimated from default activity; no workload was simulated.
