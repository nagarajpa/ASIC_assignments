### ./run.sh
#!/bin/bash
# OpenROAD 26Q1-2900-gdf79404cd8, Yosys 0.63+post, stock flow scripts
make -C /OpenROAD-flow-scripts/flow DESIGN_CONFIG=/design/flow/config.mk WORK_HOME=/design/flow/orfs finish
### ./config.mk
export PLATFORM = sky130hd
export DESIGN_NAME = skid_buffer
export DESIGN_NICKNAME = skid_buffer
export VERILOG_FILES = /design/flow/design.v
export SDC_FILE = /design/flow/constraint.sdc
export NUM_CORES = 4
export LEC_CHECK = 1
export CORE_UTILIZATION = 50
export SYNTH_HDL_FRONTEND = slang
### ./constraint.sdc
current_design skid_buffer

set clk_period 4.2
set clk_io_pct 0.2

create_clock -name clk0 -period $clk_period [get_ports {clk}]

set non_clock_inputs [all_inputs -no_clocks]
set_input_delay [expr $clk_period * $clk_io_pct] -clock clk0 $non_clock_inputs
set_output_delay [expr $clk_period * $clk_io_pct] -clock clk0 [all_outputs]
### ./design.v
module skid_buffer
#(
    parameter WORD_WIDTH = 8 
)
(
    input   logic                        clk,
    input   logic                        rstn,
    input   logic                        s_valid,
    output  logic                        s_ready,
    input   logic    [WORD_WIDTH-1:0]    s_data,
    output  logic                        m_valid,
    input   logic                        m_ready,
    output  logic    [WORD_WIDTH-1:0]    m_data
);
typedef enum {IDLE, BUSY, FULL} st_type;
st_type state, next_state;
logic [WORD_WIDTH-1:0] skid_reg, skid_reg_nxt;
logic [WORD_WIDTH-1:0] data_reg, data_reg_nxt;
always_ff  @(posedge clk or negedge rstn) begin
  if(!rstn) begin
    state          <= IDLE;
    data_reg       <= '0;
    skid_reg       <= '0;
    m_valid        <= '0;
    s_ready        <= '1;
  end
  else begin
    state          <= next_state;
    data_reg       <= data_reg_nxt;
    skid_reg       <= skid_reg_nxt;
    m_valid        <= (next_state != IDLE);
    s_ready        <= (next_state != FULL);
  end
end
assign m_data  = data_reg;
always_comb begin
  next_state   = state; 
  data_reg_nxt = data_reg;
  skid_reg_nxt = skid_reg;
  case (state) 
    IDLE:
      if (s_valid) begin
        next_state     = BUSY;
        data_reg_nxt   = s_data;
        skid_reg_nxt   = s_data;
      end
      else if (!s_valid && m_ready) begin
        next_state = IDLE;
        data_reg_nxt   = data_reg;
        skid_reg_nxt   = skid_reg;
      end
    BUSY:
      if(s_valid && m_ready) begin  
        next_state     = BUSY;
        data_reg_nxt   = s_data;
        skid_reg_nxt   = s_data;
      end
      else if (s_valid && !m_ready) begin  
        next_state     = FULL;
        data_reg_nxt   = data_reg;
        skid_reg_nxt   = s_data;
      end
      else if (!s_valid && m_ready) begin  
        next_state     = IDLE;
        data_reg_nxt   = data_reg;
        skid_reg_nxt   = skid_reg;
      end 
      else begin    
        next_state     = state;
        data_reg_nxt   = data_reg;
        skid_reg_nxt   = skid_reg;
      end
    FULL:
      if (m_ready) begin
        next_state    = BUSY;
        data_reg_nxt  = skid_reg;
        skid_reg_nxt  = s_data;
      end
  endcase
end
no_s_ready_when_full: assert property (
  @(posedge clk) disable iff(!rstn)
  !(state == FULL && s_ready)
);
m_valid_must_when_full: assert property (
  @(posedge clk) disable iff(!rstn)
  ((state == FULL) |=> m_valid)
);
m_data_stable: assert property (
  @(posedge clk) disable iff(!rstn)
  ((!m_ready && m_valid) |=> $stable(m_data))
);
flow_operation: assert property (
  @(posedge clk) disable iff (!rstn)
  (m_valid && m_ready && s_valid && s_ready)[*2] |-> (m_data == $past(s_data)) 
);
RESET_CLEARS_IVALID: assert property (
	@(posedge clk) (!rstn |=> !m_valid)
);
IDATA_HELD_WHEN_NOT_READY: assert property (@(posedge clk)
	disable iff (!rstn)
	m_valid && !m_ready
	|=> (m_valid && $stable(m_data)));
cover property (@(posedge clk)
		disable iff (!rstn)
		(!m_valid)
		##1 m_valid &&  s_ready [*3]
		##1 m_valid && !s_ready
		##1 m_valid &&  s_ready [*2]
		##1 m_valid && !s_ready [*2]
		##1 m_valid &&  s_ready [*3]
		##1 m_valid && s_ready [*0:5]);
endmodule
==> changes_impl.md <==
## Implementation

* Die Span X at 45.35 um
* Leak at 0.0005111 uW
* H-Tree Depth at 1
* Cycle use final at 0.5140
* Worst vdd ir at 0.0002471 V
* Setup TNS at 0 ps
* Root buffer selected by CTS: clkbuf_4
* Status: finished clean
* Critical Setup Path Class: primary input to flip-flop
* Max-Cap Viols at 0
* Crit path time final at 2159 ps
* Post-synth area hogs: dfrtp_1 51%, mux2_2 29%, dfstp_2 5.6%
* Worst Hold Class: flip-flop to flip-flop
* Global-route wire length before repair at 2408 um
* Crit. End Element: flip-flop
* Yosys Chip Area at 939.7 um2
* Clk slew on worst S/H paths at 110 ps
* Post-Syn Area per Cell at 14.92 um2
* Commonest flop: dfrtp_1
* Fmax at 463.2 MHz
* Global route overflow at 0
* Largest net degree at the start of global routing at 22
* Post-place setup slack at 1708 ps
* Initial antenna violation count at 0
* N_diodes at 0
* CTS tree: done
* Post_cts resized at 0
* Sw frac at 0.2139
* Crit path DRT at 4400 ps
* Die Ht at 45.35 um
* Starting Density at 0.5384
* Cell count after synthesis at 63
* Placer congestion estimate at 0.7484
* DPL Wire Length at 1026 um
* Tool Warnings at 26
* RSZ-0062 raised after global routing: false
* Top fanout value on the critical path at 8
* Area leader, netlist: dfrtp_1
* Synth Area in Compound Gates at 0.09987
* Total CTS buffers at 3
* Metal2 WL at 708 um
* Max incr delay on CP at 600 ps
* Post-Synth Simple-Gate Area at 0.04128
* Top layer in use: met3
* DRC at 0
* Slowest CP cell: clkdlybuf4s50_1
* GR Util All Layers at 0.1735
* Pins Over Slew Limit at 0
* Clock Skews at 1.047 ps
* Ys flops at 21
* I/O pin count at 22
* Via count at 584
* Reg-to-reg setup timing slack at 2460 ps
* Rows at 15
* M1 WL at 677 um
* YS warnings at 0
* Vias in the first global route at 562
* WL final at 1477 um
* Sequential area share after synthesis at 0.5619
* Synth Cell Area at 939.7 um2
* CP Launch Type: primary input
* Number of flops mapped to enable cells by yosys at 0
* First-pass DRT Iterations at 3
* Fraction of registers with async set or reset after synthesis at 1.000
* Iteration-0 DRC Markers at 2
* Internal at 257.1 uW
* Clock power share at 0.290
* Buf/Inv on CP at 1
* Yosys xor share at 0
* Ratio of cells with drive above 1 in the final layout at 0.3977
* CP Cell Sequence: clkdlybuf4s50_1 -> o21ba_4 -> o211ai_4 -> mux2_2
* Hold_buf cts at 0
* Final ANT Viol Nets at 0
* Flop pwr share at 0.635
* Met3 wire len at 90 um
* Final setup viols at 0
* Share of power burned in combinational logic at 0.075
* Least-Margin Pin Slew at 480.5 ps
* MUX area fraction at 0.2876
* Die Area at 2057 um2
* Clock latency (worst-skew pair) at 300 ps
* Yosys adder share at 0
* Distinct cells, synth at 18
* WL/cell at 13.07 um
* Area Growth Syn to Fin at 28.89%
* Crit path max-delay family: buffers and inverters
* Yosys cell count at 63
* Slew headroom at 0.6797
* Critical path arrival at 2360 ps
* PwrDens at 270.0 nW/um2
* Clock Sinks at 21
* Final worst slack at 2041 ps
* Synth logic family: multiplexers
* Fin. Hold Viols at 0
* Vias per cell at 5.168
* Setup Fix Bufs, Post-CTS at 0
* Net Switching at 69.94 uW
* Area leader share at 0.5060
* Core area at 1745 um2
* Port Buffer Count at 21
* CTS Buffer Depth at 2
==> power groups by stage <==
stage	registers [uW]	clock network, uW	logic (uW)
CTS	208	102	25.1
global route	208	107	27.4
finish	208	94.9	24.5
==> layout by cell type (no fill, tap or decap) <==
cell type and n:
dfrtp_1 19, a21o_2 1, a21oi_4 1, clkdlybuf4s50_1 21, nand4bb_1 1, o21ba_4 1, o21bai_1 1, clkbuf_4 3
dfstp_2 2, nand2_1 2, nor3b_1 1, nor2_1 2, o211ai_4 1, nand3_1 1, buf_4 1, a21oi_1 2
o21ai_0 1, clkinv_2 1, mux2_2 24, a221oi_1 1, inv_1 1
==> cells in the mapped netlist, drive strengths merged (2+ instances only) <==
master,number
a21oi,3
dfrtp,19
dfstp,2
mux2,24
nand2,2
nor2,2
==> kinds of logic after synthesis <==
| group | after synthesis |
|---|---|
| AND-OR/OR-AND | 9 |
| buffers and inverters | 2 |
| flip-flops | 21 |
| multiplexers | 24 |
| AND/OR/NAND/NOR | 7 |
==> layer usage <==
metal | GRT usage | vias up
li1 | - | 279
met1 | 0.2640 | 290
met2 | 0.2783 | 15
met3 | 0.04858 | 0
met4 | 0.01212 | 0
met5 | 0 | -
==> area by class of cell <==
type	count	area [um2]
Clock buffer	3	22.52
Clock inverter	1	5.005
Fill cell	135	534.3
Inverter	1	3.754
Multi-Input combinational cell	40	402.9
Sequential cell	21	528.0
Tap cell	25	31.28
Timing Repair Buffer	22	217.7
==> stage by stage <==
step	utilization	cell area, um2	instances	power (uW)	hold slack [ps]
2_1_floorplan	-	939.7	63	218.4	455.5
3_5_place_dp	0.6781	1184	109	236.6	493.7
5_1_grt	0.6939	1211	113	343.2	536.0
6_report	0.6939	1211	113	327.1	514.2
3_3_place_gp	0.6781	1184	109	236.2	483.8
4_1_cts	0.6939	1211	113	334.7	520.9
==> path summary, 6_finish.rpt <==
check | endpoint | cells past startpoint | from
max | m_data[1]$_DFFE_PN0P_ | 4 | s_valid
min in group asynchronous | skid_reg[3]$_DFFE_PN0P_ | 2 | rstn
min reg2reg | skid_reg[5]$_DFFE_PN0P_ | 1 | skid_reg[5]$_DFFE_PN0P_
max reg2reg | skid_reg[2]$_DFFE_PN0P_ | 3 | state[1]$_DFF_PN0_
min | skid_reg[5]$_DFFE_PN0P_ | 1 | skid_reg[5]$_DFFE_PN0P_
max in group asynchronous | state[0]$_DFF_PN1_ | 2 | rstn
Power figures rest on the tool's default switching activity, not on a simulated workload.
