==> flow/design.v <==
module spiral #(
  parameter DATA_WIDTH = 8,
  parameter R_WIDTH  = 3,
  parameter C_WIDTH  = 3
)
(
  input  logic                  clk,
  input  logic                  rstn,
  input  logic [R_WIDTH-1:0]    row,  
  input  logic [C_WIDTH-1:0]    col,  
  input  logic [DATA_WIDTH-1:0] data_in,
  input  logic                  data_in_valid,
  output logic                  data_in_rdy,
  output logic [DATA_WIDTH-1:0] data_out,
  output logic                  data_out_valid,
  input  logic                  data_out_rdy
);
  parameter MAX_R   = (1 << R_WIDTH);
  parameter MAX_C   = (1 << C_WIDTH);
  logic [R_WIDTH + C_WIDTH-1 :0] total_count, total_count_nxt;
  typedef enum {IDLE, WR_ROW, WR_COL, L2R, U2D, R2L, D2U} st_type;
  st_type state, next_state;
  logic [DATA_WIDTH-1:0] matrix_data[0:MAX_R-1][0:MAX_C-1];
  logic [DATA_WIDTH-1:0] matrix_data_nxt[0:MAX_R-1][0:MAX_C-1];
  logic [R_WIDTH-1:0] wr_addr_r, rd_addr_r, wr_addr_r_nxt, rd_addr_r_nxt;
  logic [C_WIDTH-1:0] wr_addr_c, rd_addr_c, wr_addr_c_nxt, rd_addr_c_nxt; 
  logic [R_WIDTH-1:0] row_reg, row_reg_nxt;
  logic [C_WIDTH-1:0] col_reg, col_reg_nxt;
  logic [R_WIDTH-1:0] row_reg_st, row_reg_st_nxt;
  logic [C_WIDTH-1:0] col_reg_st, col_reg_st_nxt;
  logic data_out_valid_nxt;
  always_ff @(posedge clk or negedge rstn)
  begin
    if (!rstn) begin
      data_in_rdy       <= '0;
      data_out_valid    <= '0;
      total_count       <= '0;
      for (int i =0; i < MAX_R; i++) begin
        for(int j =0; j < MAX_C; j++) begin
          matrix_data[i][j] <= '0;
        end
      end
      state             <= IDLE;
      wr_addr_r         <= '0;
      wr_addr_c         <= '0;
      rd_addr_r         <= '0;
      rd_addr_c         <= '0;
      row_reg           <= '0;
      col_reg           <= '0;
      row_reg_st        <= '0;
      col_reg_st        <= '0;
    end
    else  begin
      data_in_rdy       <= (next_state == IDLE || next_state == WR_ROW || next_state == WR_COL);
      data_out_valid    <= data_out_valid_nxt;
      total_count       <= total_count_nxt;
      for (int i =0; i < MAX_R; i++) begin
        for(int j =0; j < MAX_C; j++) begin
          matrix_data[i][j] <= matrix_data_nxt[i][j];
        end
      end
      state             <= next_state;
      wr_addr_r         <= wr_addr_r_nxt;
      wr_addr_c         <= wr_addr_c_nxt;
      rd_addr_r         <= rd_addr_r_nxt;
      rd_addr_c         <= rd_addr_c_nxt;
      row_reg           <= row_reg_nxt;
      col_reg           <= col_reg_nxt;
      row_reg_st        <= row_reg_st_nxt;
      col_reg_st        <= col_reg_st_nxt;
    end
  end
  assign data_out = matrix_data[rd_addr_r][rd_addr_c];
  always_comb begin
    for (int i =0; i < MAX_R; i++) begin
      for(int j =0; j < MAX_C; j++) begin
        matrix_data_nxt[i][j] = matrix_data[i][j];
      end
    end
    if (data_in_valid && data_in_rdy) begin
      matrix_data_nxt[wr_addr_r][wr_addr_c] = data_in;
    end
    next_state          =  state;
    wr_addr_r_nxt       =  wr_addr_r;
    wr_addr_c_nxt       =  wr_addr_c;
    rd_addr_r_nxt       =  rd_addr_r;
    rd_addr_c_nxt       =  rd_addr_c;
    total_count_nxt     =  total_count;
    row_reg_nxt         =  row_reg;
    col_reg_nxt         =  col_reg;
    row_reg_st_nxt      =  row_reg_st;
    col_reg_st_nxt      =  col_reg_st;
    data_out_valid_nxt  =  data_out_valid;
    case (state)
      IDLE: begin 
        if (data_in_valid && data_in_rdy) begin
          next_state                            =  WR_COL;
          wr_addr_c_nxt                         = wr_addr_c + 1'b1; 
          total_count_nxt                       = total_count + 1'b1;
          row_reg_nxt                           = row;
          col_reg_nxt                           = col;
        end
        if (data_in_valid && data_in_rdy && (wr_addr_c + 1'b1) == col) begin
          next_state                            = WR_ROW;
          wr_addr_c_nxt                         = '0;
          wr_addr_r_nxt                         = wr_addr_r + 1'b1;
        end
        if (data_in_valid && data_in_rdy && ((wr_addr_r + 1'b1) == row) && ((wr_addr_c + 1'b1) == col)) begin
          next_state                            = L2R;
          row_reg_st_nxt                        = row_reg_st + 1'b1;
          data_out_valid_nxt                    = '1;
          wr_addr_c_nxt                         = '0;
          wr_addr_r_nxt                         = '0;
        end
      end
      WR_COL: begin
        if(data_in_valid && data_in_rdy && ((wr_addr_c + 1'b1) == col) && ((wr_addr_r+ 1'b1) == row)) begin
          next_state                            = L2R;
          row_reg_st_nxt                        = row_reg_st + 1'b1;
          data_out_valid_nxt                    = '1;
          wr_addr_c_nxt                         = '0;
          wr_addr_r_nxt                         = '0;
        end
        else if(data_in_valid && data_in_rdy && ((wr_addr_c + 1'b1) == col)) begin
          next_state                            = WR_ROW;
          wr_addr_c_nxt                         = '0;
          wr_addr_r_nxt                         = wr_addr_r + 1'b1;
          total_count_nxt                       = total_count + 1'b1;
        end
        else if (data_in_valid && data_in_rdy) begin
          next_state                            = WR_COL;
          wr_addr_c_nxt                         = wr_addr_c + 1'b1;
          total_count_nxt                       = total_count + 1'b1;
        end
      end
      WR_ROW: begin
        if(data_in_valid && data_in_rdy && ((wr_addr_r + 1'b1) == row) && (wr_addr_c + 1'b1) == col) begin
          next_state                            = L2R;
          data_out_valid_nxt                    = '1;
          row_reg_st_nxt                        = row_reg_st + 1'b1;
          wr_addr_c_nxt                         = '0;
          wr_addr_r_nxt                         = '0;
        end
        else if (data_in_valid && data_in_rdy && (wr_addr_c + 1'b1) == col) begin
          next_state                            = WR_ROW;
          wr_addr_c_nxt                         = '0;
          wr_addr_r_nxt                         = wr_addr_r + 1'b1;
          total_count_nxt                       = total_count + 1'b1;
        end
        else if (data_in_valid && data_in_rdy) begin
          next_state                            = WR_COL;
          wr_addr_c_nxt                         = wr_addr_c + 1'b1;
          total_count_nxt                       = total_count + 1'b1;
        end
      end    
      L2R: begin
        if (data_out_valid && data_out_rdy && ((rd_addr_c + 1'b1) == col_reg)) begin
          next_state                            = U2D;
          col_reg_nxt                           = col_reg - 1'b1;
          rd_addr_r_nxt                         = rd_addr_r + 1'b1;
          total_count_nxt                       = total_count - 1'b1;
        end
        else if (data_out_valid && data_out_rdy) begin
          rd_addr_c_nxt                         = rd_addr_c + 1'b1;
          total_count_nxt                       = total_count - 1'b1;
        end
        if ( total_count == '0) begin
          next_state                            = IDLE;
          rd_addr_r_nxt                         = '0;
          rd_addr_c_nxt                         = '0;
          data_out_valid_nxt                    = '0;
          col_reg_st_nxt                        = '0;
          row_reg_st_nxt                        = '0;
          total_count_nxt                       = '0;
        end
      end
      U2D: begin
        if (data_out_valid && data_out_rdy && ((rd_addr_r + 1'b1) == row_reg)) begin
          next_state                            = R2L;
          row_reg_nxt                           = row_reg - 1'b1;
          rd_addr_c_nxt                         = rd_addr_c - 1'b1;
          total_count_nxt                       = total_count - 1'b1;
        end
        else if (data_out_valid && data_out_rdy) begin
          rd_addr_r_nxt                         = rd_addr_r + 1'b1;
          total_count_nxt                       = total_count - 1'b1;
        end
        if ( total_count == '0) begin
          next_state      = IDLE;
          rd_addr_r_nxt                         = '0;
          rd_addr_c_nxt                         = '0;
          data_out_valid_nxt                    = '0;
          col_reg_st_nxt                        = '0;
          row_reg_st_nxt                        = '0;
          total_count_nxt                       = '0;
        end
      end
      R2L: begin
        if (data_out_valid && data_out_rdy && ((rd_addr_c) == col_reg_st)) begin
          next_state                            = D2U;
          col_reg_st_nxt                        = col_reg_st + 1'b1;
          rd_addr_r_nxt                         = rd_addr_r - 1'b1;
          total_count_nxt                       = total_count - 1'b1;
        end
        else if (data_out_valid && data_out_rdy) begin
          rd_addr_c_nxt                         = rd_addr_c - 1'b1;
          total_count_nxt                       = total_count - 1'b1;
        end
        if ( total_count == '0) begin
          next_state      = IDLE;
          rd_addr_r_nxt                         = '0;
          rd_addr_c_nxt                         = '0;
          data_out_valid_nxt                    = '0;
          col_reg_st_nxt                        = '0;
          row_reg_st_nxt                        = '0;
          total_count_nxt                       = '0;
        end
      end
      D2U: begin
        if (data_out_valid && data_out_rdy && ((rd_addr_r) == row_reg_st)) begin
          next_state                            = L2R;
          row_reg_st_nxt                        = row_reg_st + 1'b1;
          rd_addr_c_nxt                         = rd_addr_c + 1'b1;
          total_count_nxt                       = total_count - 1'b1;
        end
        else if (data_out_valid && data_out_rdy) begin
          rd_addr_r_nxt                         = rd_addr_r - 1'b1;
          total_count_nxt                       = total_count - 1'b1;
        end
        if ( total_count == '0) begin
          next_state      = IDLE;
          rd_addr_r_nxt                         = '0;
          rd_addr_c_nxt                         = '0;
          data_out_valid_nxt                    = '0;
          col_reg_st_nxt                        = '0;
          row_reg_st_nxt                        = '0;
          total_count_nxt                       = '0;
        end
      end
    endcase
  end
endmodule
==> flow/run.sh <==
#!/bin/bash
# OpenROAD 26Q1-2900-gdf79404cd8, Yosys 0.63+post, stock flow scripts
make -C /OpenROAD-flow-scripts/flow DESIGN_CONFIG=/design/flow/config.mk WORK_HOME=/design/flow/orfs finish
==> flow/config.mk <==
export PLATFORM = sky130hd
export DESIGN_NAME = spiral
export DESIGN_NICKNAME = spiral
export VERILOG_FILES = /design/flow/design.v
export SDC_FILE = /design/flow/constraint.sdc
export NUM_CORES = 4
export LEC_CHECK = 1
export CORE_UTILIZATION = 40
export SYNTH_HDL_FRONTEND = slang
==> flow/constraint.sdc <==
current_design spiral

set clk_period 17.5
set clk_io_pct 0.2

create_clock -name clk0 -period $clk_period [get_ports {clk}]

set non_clock_inputs [all_inputs -no_clocks]
set_input_delay [expr $clk_period * $clk_io_pct] -clock clk0 $non_clock_inputs
set_output_delay [expr $clk_period * $clk_io_pct] -clock clk0 [all_outputs]
==> results.py <==
# Metrics from the implementation run
metrics = {
    "cells_and_area": {
        "largest_register_ff_count": 512,
        "largest-register": "matrix_data",
        "area_growth_pct": 11.6,
        "finish.instance_area_sq_mm": 0.0292,
        "final_core_util_pct": 45.2,
        "biggestRegsByFlops": "matrix_data: 512 flops, state: 7 flops, total_count: 6 flops",
        "drive_gt1_share_pct": 44.6,
    },
    "timing": {
        "worst_pin_slew_ps": 1050,
        "layout_min_cycle_time_ps": 8360,
        "hold_viol": 0,
        "fin_tns_setup_ps": 0,
        "timing.slew.headroom_pct": 29.8,
        "layout_worst_path_cycle_share_pct": 47.8,
        "rsz0062_at_grt": "false",
        "fin_worst_skew_ps": 23.4,
        "final-max-slew-violation-count": 0,
        "finalSetupViolations": 0,
        "maxClockFrequency_ghz": 0.120,
    },
    "global_routing": {
        "globalRouteMet3Util_pct": 7.77,
        "met1_usage_pct": 31.3,
        "grt_pass1_wl_microns": 102000,
        "via_count_of_the_first_global_routing_pass": 16400,
        "gr-usage-all-layers_pct": 21.0,
        "grt_util_met2_pct": 31.1,
        "grt_max_degree": 91,
        "grt_antenna_before_repair": 0,
        "global_route.overflow_total": 0,
        "grt_most_used_layer": "met1",
    },
    "logic_synthesis": {
        "synth.top_cell.area_share_pct": 52.6,
        "ys_flops": 551,
        "avgSynthCellArea_sq_um": 14.5,
        "yosysWarningCount": 0,
        "syn_std_cell_area_sq_mm": 0.0261,
        "mux_share_of_area_pct": 34.3,
        "synth.cellmix.compoundShare_pct": 4.27,
        "synth-edff-count": 0,
        "synth.cells.most_frequent": "550 x dfrtp_1, 514 x mux2_2, 117 x mux4_2",
        "ys_area_sq_mm": 0.0261,
        "synth.top_cells.by_area": "dfrtp_1 53%, mux2_2 22%, mux4_2 10%",
        "synthArstFlopShare_pct": 100,
        "post_synth_num_cell_types": 76,
        "synth-cells-yosys": 1808,
        "dominantRegCellSynth": "dfrtp_1",
        "synth-xor-area-share_pct": 0.890,
        "netlist.top_cell.by_instances": "dfrtp_1",
        "top_logic_kind": "multiplexers",
        "adder_share_pct": 0.574,
        "yosysTopAreaCell": "dfrtp_1",
        "synthCells": 1808,
        "synth-simple-area-share_pct": 4.80,
        "synth.yosys.seq_area_share_pct": 52.7,
    },
    "power_and_ir_drop": {
        "proportion_of_power_drawn_by_the_clock_network_pct": 30.4,
        "internal_power_mw": 2.94,
        "post-layout-total-power_mw": 4.14,
        "static-leakage-power_nw": 13.2,
        "power_frac_comb_pct": 25.9,
        "peakVddDrop_mv": 0.0802,
        "power.switching_mw": 1.20,
        "pwr_density_cell_mw_per_mm2": 142,
        "power_switching_share_pct": 29.0,
        "seq_power_share_pct": 43.7,
    },
    "setup_path": {
        "timing.setup.critical_path_class": "reg2out",
        "ff2ff_setup_slack_ps": 14140,
        "critPathTopFamily": "buffers and inverters",
        "cp-end-kind": "primary output",
        "worst-endpoint-arrival_ps": 4860,
        "timing.critical_path.slowest_cell_delay_ps": 930,
        "critical_path.n_buffers_inverters": 3,
        "worstPathMaxFanout": 50,
        "crit_required_ps": 14000,
        "critical_path_source_type": "register",
        "timing.critical_path.mode_cell": "buf_4",
        "worst_path_max_delay_cell": "dfrtp_4",
        "crit_path_cell_trace": "buf_4, buf_4, and2_0, a221oi_1, a22oi_1, nand3_1, a31o_1, clkdlybuf4s50_1",
    },
    "clock_tree": {
        "cts_repair_resize_count": 0,
        "cts_max_path_buffers": 3,
        "ctsHtreeMaxLevel": 2,
        "cts_buffers": 58,
        "clk_sinks": 551,
        "cell_at_the_root_of_the_clock_tree": "clkbuf_16",
        "cts_tree": "built",
        "cts_hold_repair.buffers": 0,
        "clk_pin_slew_ps": 60,
        "post_cts.repair.setup_buffers": 0,
        "clock_latency_ps": 620,
    },
    "detailed_routing": {
        "postRouteWirelength_microns": 64200,
        "postRouteAntennaNets": 0,
        "routed-via-count": 15400,
        "drt_first_pass_iters": 7,
        "detail_route.wl_per_cell_microns": 23.7,
        "n_antenna_cell": 0,
        "drtIter0Drc": 903,
        "route.detailed.vias_per_inst": 5.68,
        "drt_drc_violations_left": 0,
    },
    "run": {
        "timing.max_cap.violations": 0,
        "tool_warnings": 28,
    },
    "die": {
        "placementRows": 93,
        "dieWidth_microns": 258,
        "core_sq_mm": 0.0646,
        "ioPinCount": 28,
        "initial_core_util_pct": 40.5,
        "die_area_sq_mm": 0.0664,
        "die_h_microns": 258,
    },
    "place": {
        "placed_inst_area_sq_mm": 0.0272,
        "gp_congestion": 0.912,
        "place.detailed.hpwl_microns": 40300,
        "placement.io_buffers": 27,
    },
    "outcome": {
        "outcome": "complete, no violations",
    },
    "worst_hold_path": {
        "hold_crit_class": "reg2reg",
    },
}
## worst paths after layout
| path | cells past startpoint | end | start |
|---|---|---|---|
| worst max register to register | 7 | rd_addr_r[0] | rd_addr_r[0] |
| worst min-delay path | 1 | matrix_data[41] | matrix_data[41] |
| max in group asynchronous | 4 | matrix_data[301] | rstn |
| min in group asynchronous | 1 | matrix_data[135] | rstn |
| worst min register to register | 1 | matrix_data[41] | matrix_data[41] |
| worst max-delay path | 8 | data_out[2] | rd_addr_r[1] |
## power groups by stage
stage | clock network [mW] | logic, mW | registers, mW
CTS | 1.29 | 1.08 | 1.81
global route | 1.34 | 1.16 | 1.86
finish | 1.26 | 1.07 | 1.81
## kinds of logic (layout without fill, tap and decap cells)
family / Yosys count / after routing
compound gates: 151 / 151
xor+xnor: 20 / 20
fa+ha+maj: 12 / 12
buf+inv: 146 / 195
flops: 551 / 551
mux: 685 / 685
simple gates: 243 / 243
## cells in the final DEF (no fill, tap or decap), types with 4 or more instances in the layout
cell / count
dfrtp_1: 547
mux2_2: 514
mux4_2: 117
nand2_1: 73
clkbuf_16: 59
mux2i_1: 54
nor2_1: 46
buf_4: 41
nor2_2: 32
o21ai_0: 26
clkbuf_8: 20
inv_1: 19
nand3_1: 18
clkdlybuf4s50_1: 18
a221oi_1: 15
a22oi_1: 14
clkbuf_1: 13
a21oi_1: 12
ha_1: 12
nor2b_1: 10
o22ai_1: 10
nor4_1: 10
nand2b_1: 9
a32oi_1: 8
xor2_1: 8
xnor2_1: 8
clkinv_2: 8
buf_2: 8
and2_1: 7
a32o_1: 6
a2111oi_0: 6
nand4_1: 6
nor3_1: 6
a31o_1: 5
o2bb2ai_1: 5
a2bb2oi_1: 4
a31oi_1: 4
o31ai_1: 4
or3_1: 4
bufinv_16: 4
## metal layers
layer / up-vias / wire (microns)
met5: - / 0
met4: 0 / 1440
met3: 105 / 5460
met2: 410 / 29700
met1: 8091 / 27600
li1: 6792 / -
## per-stage QoR
| stage | std cells | hold slack (ps) | setup slack, ps |
|---|---|---|---|
| 2_1_floorplan | 1808 | 468 | 12010 |
| 3_3_place_gp | 2606 | 482 | 9800 |
| 3_5_place_dp | 2606 | 488 | 9800 |
| 4_1_cts | 2712 | 502 | 9120 |
| 5_1_grt | 2712 | 511 | 8830 |
| 6_report | 2712 | 500 | 9140 |
## area by class of cell
| type | count | area, sq um |
|---|---|---|
| Tap cell | 855 | 1070 |
| Fill cell | 5532 | 35400 |
| Clock inverter | 14 | 176 |
| Timing Repair Buffer | 68 | 543 |
| Multi-Input combinational cell | 1111 | 11700 |
| Inverter | 21 | 78.8 |
| Clock buffer | 92 | 1800 |
| Sequential cell | 551 | 13800 |
Power figures rest on the tool's default switching activity, not on a simulated workload.
